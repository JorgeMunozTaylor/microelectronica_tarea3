--- design/flow/config.mk ---
export PLATFORM = sky130hd
export DESIGN_NAME = SUM8_LOGICO
export DESIGN_NICKNAME = SUM8_LOGICO
export VERILOG_FILES = /design/flow/design.v
export SDC_FILE = /design/flow/constraint.sdc
export NUM_CORES = 4
export LEC_CHECK = 1
export CORE_AREA = 10 10 70 70
export DIE_AREA = 0 0 80 80
--- design/flow/constraint.sdc ---
current_design SUM8_LOGICO

set clk_period 5.4
set clk_io_pct 0.2

create_clock -name clk0 -period $clk_period

set non_clock_inputs [all_inputs -no_clocks]
set_input_delay [expr $clk_period * $clk_io_pct] -clock clk0 $non_clock_inputs
set_output_delay [expr $clk_period * $clk_io_pct] -clock clk0 [all_outputs]
--- design/flow/design.v ---
module inv_p(a, b);
  parameter
    PwrC = 0;
  input b;
  output a;
  assign #1 a = ~b;
  always @(posedge a)
    BancoPruebas.mem_trans.PwrCntr[PwrC] = BancoPruebas.mem_trans.PwrCntr[PwrC] + 60;
endmodule
module and2_p(a, b, c);
  parameter
    PwrC = 0;
  input b, c;
  output a;
  assign #1 a = &{b,c};
  always @(posedge a)
    BancoPruebas.mem_trans.PwrCntr[PwrC] = BancoPruebas.mem_trans.PwrCntr[PwrC] + 2*60;
endmodule
module and3_p(a, b, c, d);
  parameter
    PwrC = 0;
  input b, c, d;
  output a;
  assign #1 a = &{b,c,d};
  always @(posedge a)
    BancoPruebas.mem_trans.PwrCntr[PwrC] = BancoPruebas.mem_trans.PwrCntr[PwrC] + 3*60;
endmodule
module and4_p(a, b, c, d, e);
  parameter
    PwrC = 0;
  input b, c, d, e;
  output a;
  assign #1 a = &{b,c,d,e};
  always @(posedge a)
    BancoPruebas.mem_trans.PwrCntr[PwrC] = BancoPruebas.mem_trans.PwrCntr[PwrC] + 4*60;
endmodule
module and5_p(a, b, c, d, e, f);
  parameter
    PwrC = 0;
  input b, c, d, e, f;
  output a;
  assign #1 a = &{b,c,d,e,f};
  always @(posedge a)
    BancoPruebas.mem_trans.PwrCntr[PwrC] = BancoPruebas.mem_trans.PwrCntr[PwrC] + 5*60;
endmodule
module or2_p(a, b, c);
  parameter
    PwrC = 0;
  input b, c;
  output a;
  assign #1 a = |{b,c};
  always @(posedge a)
    BancoPruebas.mem_trans.PwrCntr[PwrC] = BancoPruebas.mem_trans.PwrCntr[PwrC] + 1/2*60;
endmodule
module or3_p(a, b, c, d);
  parameter
    PwrC = 0;
  input b, c, d;
  output a;
  assign #1 a = |{b,c,d};
  always @(posedge a)
    BancoPruebas.mem_trans.PwrCntr[PwrC] = BancoPruebas.mem_trans.PwrCntr[PwrC] + 1/3*60;
endmodule
module or4_p(a, b, c, d, e);
  parameter
    PwrC = 0;
  input b, c, d, e;
  output a;
  assign #1 a = |{b,c,d,e};
  always @(posedge a)
    BancoPruebas.mem_trans.PwrCntr[PwrC] = BancoPruebas.mem_trans.PwrCntr[PwrC] + 1/4*60;
endmodule
module or5_p(a, b, c, d, e, f);
  parameter
    PwrC = 0;
  input b, c, d, e, f;
  output a;
  assign #1 a = |{b,c,d,e,f};
  always @(posedge a)
    BancoPruebas.mem_trans.PwrCntr[PwrC] = BancoPruebas.mem_trans.PwrCntr[PwrC] + 1/5*60;
endmodule
module xor2_p(a, b, c);
  parameter
    PwrC = 0;
  input b, c;
  output a;
  assign #1 a = ^{b,c};
  always @(posedge a)
    BancoPruebas.mem_trans.PwrCntr[PwrC] = BancoPruebas.mem_trans.PwrCntr[PwrC] + 1*60;
endmodule
module xor3_p(a, b, c, d);
  parameter
    PwrC = 0;
  input b, c, d;
  output a;
  assign #1 a = ^{b,c,d};
  always @(posedge a)
    BancoPruebas.mem_trans.PwrCntr[PwrC] = BancoPruebas.mem_trans.PwrCntr[PwrC] + 2*60;
endmodule
module SUM4_logico(a, b, c0, s, c4);
  parameter
    PwrC = 0;
  input [3:0] a, b;
  input c0;
  output [3:0] s;
  output c4;
  and2_p  #(PwrC)   g_00(g3, a[3], b[3]);
  and2_p  #(PwrC)   g_02(g2, a[2], b[2]);
  and2_p  #(PwrC)   g_04(g1, a[1], b[1]);
  and2_p  #(PwrC)   g_06(g0, a[0], b[0]);
  or2_p   #(PwrC)   g_01(p3, a[3], b[3]);
  or2_p   #(PwrC)   g_03(p2, a[2], b[2]);
  or2_p   #(PwrC)   g_05(p1, a[1], b[1]);
  or2_p   #(PwrC)   g_07(p0, a[0], b[0]);
  or2_p   #(PwrC)   g_08(x0, g3, p2);
  or3_p   #(PwrC)   g_09(x1, g3, g2, p1);
  or4_p   #(PwrC)   g_10(x2, g3, g2, g1, p0);
  or5_p   #(PwrC)   g_11(x3, g3, g2, g1, g0, c0);
  and5_p  #(PwrC)   g_12(c4, p3, x0, x1, x2, x3);
  or2_p   #(PwrC)   g_13(x4, g2, p1);
  or3_p   #(PwrC)   g_14(x5, g2, g1, p0);
  or4_p   #(PwrC)   g_15(x6, g2, g1, g0, c0);
  and4_p  #(PwrC)   g_16(c3, p2, x4, x5, x6);
  or2_p   #(PwrC)   g_17(x7, g1, p0);
  or3_p   #(PwrC)   g_18(x8, g1, g0, c0);
  and3_p  #(PwrC)   g_19(c2, p1, x7, x8);
  or2_p   #(PwrC)   g_20(x9, g0, c0);
  and2_p  #(PwrC)   g_21(c1, p0, x9);
  inv_p   #(PwrC)   g_22(_g3, g3);
  inv_p   #(PwrC)   g_24(_g2, g2);
  inv_p   #(PwrC)   g_26(_g1, g1);
  inv_p   #(PwrC)   g_28(_g0, g0);
  and2_p  #(PwrC)   g_23(hs3, _g3, p3);
  and2_p  #(PwrC)   g_25(hs2, _g2, p2);
  and2_p  #(PwrC)   g_27(hs1, _g1, p1);
  and2_p  #(PwrC)   g_29(hs0, _g0, p0);
  xor2_p  #(PwrC)   g_30(s[3], hs3, c3);
  xor2_p  #(PwrC)   g_31(s[2], hs2, c2);
  xor2_p  #(PwrC)   g_32(s[1], hs1, c1);
  xor2_p  #(PwrC)   g_33(s[0], hs0, c0);
endmodule
module SUM8_LOGICO(a, b, ci, s, co);
  parameter
    PwrC = 0;
  input   [7:0]   a, b;
  input           ci;
  output  [7:0]   s;
  output          co;
  wire    [7:0]   a, b, s;
  wire    [3:0]   a_L, a_H, b_L, b_H, s_L, s_H;
  wire            ci, co;
  SUM4_logico #(PwrC) sum4_L(a_L, b_L, ci, s_L, co_L);
  SUM4_logico #(PwrC) sum4_H(a_H, b_H, co_L, s_H, co);
  assign a_L[3:0]=a[3:0];
  assign b_L[3:0]=b[3:0];
  assign a_H[3:0]=a[7:4];
  assign b_H[3:0]=b[7:4];
  assign s[3:0]=s_L[3:0];
  assign s[7:4]=s_H[3:0];
endmodule
--- design/flow/run.sh ---
#!/bin/bash
# OpenROAD 26Q1-2900-gdf79404cd8, Yosys 0.63+post, stock flow scripts
make -C /OpenROAD-flow-scripts/flow DESIGN_CONFIG=/design/flow/config.mk WORK_HOME=/design/flow/orfs finish
==> out/notes.md <==
The run finished with clean final reports. The layout has 375 filler cells. The peak-usage layer in the global routing report is met2. On the critical path, the stage with the largest delay is an instance of sky130_fd_sc_hd__clkdlybuf4s50_1.

Input and output buffers added on the ports amount to 26. The initial cell density of the core was 0.1762; the DRC violations left was 0. Final wirelength: 1302 um. The critical path's most frequent cell is sky130_fd_sc_hd__clkdlybuf4s50_1. The logs give 0.006818 for the met3 routing resource usage after global routing and 4.32 ns for the critical path data required time.

The finished layout holds 137 standard cells, fillers aside. In the placement report, post-DP HPWL is listed as 1228 um. The die covers 6400 um2. The global route stage reports its total congestion overflow as 0.

The synthesized netlist was found by Yosys to have 73 cells. Number of pins exceeding their max-slew limit in the final report: 0. The fraction of the yosys area taken by sequential cells was 0.

Cell internal power was estimated by the tool at 51.56 uW. The classification of the worst-slack hold path was in2out. Compared with the post-synthesis result, the final layout area differs by 42.83%. The initialized floorplan defines 21 standard-cell rows.

Looking at the post-CTS report, the setup buffer insertion count equals 0. The post-synth design cell area is 601.8 um2, and the slew of the pin with the lowest slew margin is 0.3423 ns. The share of the clock period used by the worst path is 0.8755. The met1 capacity usage during global routing was 0.05186; the number of optimization iterations in the first detailed-route pass was 3. The wire length of the first global-routing pass is 2111 um, and the number of warning messages in the logs is 42.

The layout has 0 clock buffers. The run gives 0 as the final antenna-violating net count. In the final timing run, aggregate negative setup slack is 0 ns. The power share of the clock group came out at 0. The leakage power of the design is 0.4138 nW. The worst setup path is launched from an input port.

The tools report the initial antenna violation count as 0. In the final report, the number of endpoints failing setup comes to 0. The run gives 6 for the pin count of the biggest net entering global routing. The tools report the number of max-cap violations as 0.

The post-synthesis share of cell area spent on full adders, half adders and majority gates was 0.3992; the count of mapped cells out of synthesis was 73. The chip width was 80 um; the number of instances resized during post-cts repair was 0. The number of failing hold endpoints at the final stage is 0. The run gives 0 for the multiplexer share of the synthesized area.

Dividing the detail-routed wire length by the instance count gives 9.504 um. The simple-gate share of the synthesized area was 0.1227; the routing usage on met2 was 0.06661. The yosys stat chip area came out at 601.8 um2. STA lists the maximum fanout along the critical path as 4.

The combined global-route utilization of all metal layers was 0.03868; the count of hold-fix buffers inserted at cts was 0. Power comes to 78.42 uW. Per STA, the worst path is made up of clkdlybuf4s50_1, ha_1, or2_4, a221oi_4, nor2_1, o21ba_2, fa_1, xor2_1, clkdlybuf4s50_1. The script logs the ratio of routed vias to standard cells as 3.460. Routability-driven placement finished with a final weighted congestion of 0.7353.

The overall die height was 80 um; the number of different library cells in the post-synthesis netlist was 25. The tools report the achievable frequency as 211.5 MHz. The power per cell area was 91.23 nW/um2. Total cell area at the placement stage: 859.6 um2. The number of antenna diodes in the final layout is 0.

The run gives 26.86 uW for the net switching power. With the switching part of the total power at 0.3425, the maximum VDD drop is 26.10 uV. The number of global-route vias before repair was 482; the post-synthesis xor/xnor area fraction was 0.07277.

Pin placement for this block handled 26 I/O pins. The run gives 8.244 um2 for the mean area per synthesized cell. Among all stages on the critical path, the maximum delay recorded is 0.48 ns. The run gives 3416 um2 as the standard cell core area. The run gives 0.7718 as the relative slew slack. Setup repair after global routing left no endpoint under its margin. Registers take 0 um2. The arrival time at the worst endpoint came out at 3.65 ns.

According to the cell report, flip-flops and latches in the layout number 0. The detailed router placed 474 vias in this run. Number of warnings printed during yosys synthesis: 90. Layout cell share with drive strength beyond 1: 0.08791. Looking at the setup timing report, the critical path kind is in2out. Including well taps, the total number of placed cells is 137.

The finished cells cover 859.6 um2. Combinational share of power: 1.000. The combinational family with the most area after synthesis is adder cells. In this run, the number of DRC markers left after iteration 0 of detailed routing was 3. Across all hold checks on the routed design, the worst slack comes to 3.238 ns.

The portion of total power attributed to sequential cells is 0, and the minimum clock period is 4.728 ns. Endpoint class of the critical path: an output port. The area fraction in compound gates after synthesis was 0.1809.
==> cells in the final DEF, fill, tap and decap left out, drive strengths merged <==
cell type      count
o221ai             1
inv               20
or4                1
fa                 2
xnor2              1
xor2               4
o31a               1
clkdlybuf4s50     26
o22ai              1
o21ba              1
nor2b              1
a31oi              1
nor3               1
ha                16
a21oi              1
nand3b             1
a221oi             2
nor4               1
nor3b              1
nor2               4
o21ai              1
or2                2
o311a              1
==> critical path: cells and delay by family <==
| family | cells | cell delay [ns] |
|---|---|---|
| compound gates | 2 | 0.52 |
| xor+xnor | 1 | 0.14 |
| fa+ha+maj | 2 | 0.60 |
| buf+inv | 2 | 0.95 |
| simple gates | 2 | 0.37 |
==> per-stage QoR <==
step | setup slack [ns] | utilization
global route | 0.5788 | 0.2516
CTS | 0.6508 | 0.2516
finish | 0.6725 | 0.2516
global placement | 0.6758 | 0.2516
floorplan | 1.620 | -
detailed placement | 0.6485 | 0.2516
==> layout make-up <==
type | count | area, um2 | share of cell area
inverter | 20 | 75.07 | 0.08734
multi-input combinational | 45 | 466.7 | 0.5429
tap | 46 | 57.56 | 0.06696
timing repair buffer | 26 | 260.3 | 0.3028
==> cells by family (layout without fill, tap and decap cells) <==
kind of cell / Yosys count / count (layout)
buffers and inverters: 28 / 46
adder cells (fa/ha/maj): 18 / 18
AND/OR/NAND/NOR: 12 / 12
AND-OR/OR-AND: 10 / 10
XOR/XNOR: 5 / 5
==> power by group through the flow <==
stage / combinational (mW) / sequential, mW / clock [mW]
CTS: 0.0811 / 0 / 0
finish: 0.0784 / 0 / 0
global route: 0.0881 / 0 / 0
==> metal layers <==
layer	vias up	share of wire
met5	-	0
met4	0	0
met3	0	0.055
met2	11	0.49
met1	199	0.45
li1	264	-
==> path summary, 6_finish.rpt <==
kind  start   end  slack [ns]  depth (start not counted)
min    b[3]  s[3]        3.24                          5
max    a[0]  s[5]        0.67                          9
==> cell usage after synthesis, drive strengths merged <==
cell type	number	area (um2)
nor3b	1	7.510
o21ai	1	5.000
buf	8	60.06
o311a	1	11.26
fa	2	40.04
or2	2	15.02
nor2	4	15.01
o21ba	1	10.01
nor4	1	6.260
o22ai	1	12.51
nand3b	1	7.510
xor2	4	35.03
nor2b	1	6.260
xnor2	1	8.760
o31a	1	8.760
a221oi	2	41.29
a21oi	1	5.000
ha	16	200.2
o221ai	1	8.760
nor3	1	5.000
inv	20	75.07
a31oi	1	6.260
or4	1	11.26
Power is estimated from default activity; no workload was simulated.
