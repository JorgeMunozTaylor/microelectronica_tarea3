File: ./config.mk
export PLATFORM = sky130hd
export DESIGN_NAME = SUM8_LOOKAHEAD
export DESIGN_NICKNAME = SUM8_LOOKAHEAD
export VERILOG_FILES = /design/flow/design.v
export SDC_FILE = /design/flow/constraint.sdc
export NUM_CORES = 4
export LEC_CHECK = 1
export CORE_AREA = 10 10 70 70
export DIE_AREA = 0 0 80 80
File: ./constraint.sdc
current_design SUM8_LOOKAHEAD

set clk_period 4.8
set clk_io_pct 0.2

create_clock -name clk0 -period $clk_period

set non_clock_inputs [all_inputs -no_clocks]
set_input_delay [expr $clk_period * $clk_io_pct] -clock clk0 $non_clock_inputs
set_output_delay [expr $clk_period * $clk_io_pct] -clock clk0 [all_outputs]
File: ./design.v
module inv_p(a, b);
  parameter
    PwrC = 0;
  input b;
  output a;
  assign #1 a = ~b;
  always @(posedge a)
    BancoPruebas.mem_trans.PwrCntr[PwrC] = BancoPruebas.mem_trans.PwrCntr[PwrC] + 60;
endmodule
module and2_p(a, b, c);
  parameter
    PwrC = 0;
  input b, c;
  output a;
  assign #1 a = &{b,c};
  always @(posedge a)
    BancoPruebas.mem_trans.PwrCntr[PwrC] = BancoPruebas.mem_trans.PwrCntr[PwrC] + 2*60;
endmodule
module and3_p(a, b, c, d);
  parameter
    PwrC = 0;
  input b, c, d;
  output a;
  assign #1 a = &{b,c,d};
  always @(posedge a)
    BancoPruebas.mem_trans.PwrCntr[PwrC] = BancoPruebas.mem_trans.PwrCntr[PwrC] + 3*60;
endmodule
module and4_p(a, b, c, d, e);
  parameter
    PwrC = 0;
  input b, c, d, e;
  output a;
  assign #1 a = &{b,c,d,e};
  always @(posedge a)
    BancoPruebas.mem_trans.PwrCntr[PwrC] = BancoPruebas.mem_trans.PwrCntr[PwrC] + 4*60;
endmodule
module and5_p(a, b, c, d, e, f);
  parameter
    PwrC = 0;
  input b, c, d, e, f;
  output a;
  assign #1 a = &{b,c,d,e,f};
  always @(posedge a)
    BancoPruebas.mem_trans.PwrCntr[PwrC] = BancoPruebas.mem_trans.PwrCntr[PwrC] + 5*60;
endmodule
module or2_p(a, b, c);
  parameter
    PwrC = 0;
  input b, c;
  output a;
  assign #1 a = |{b,c};
  always @(posedge a)
    BancoPruebas.mem_trans.PwrCntr[PwrC] = BancoPruebas.mem_trans.PwrCntr[PwrC] + 1/2*60;
endmodule
module or3_p(a, b, c, d);
  parameter
    PwrC = 0;
  input b, c, d;
  output a;
  assign #1 a = |{b,c,d};
  always @(posedge a)
    BancoPruebas.mem_trans.PwrCntr[PwrC] = BancoPruebas.mem_trans.PwrCntr[PwrC] + 1/3*60;
endmodule
module or4_p(a, b, c, d, e);
  parameter
    PwrC = 0;
  input b, c, d, e;
  output a;
  assign #1 a = |{b,c,d,e};
  always @(posedge a)
    BancoPruebas.mem_trans.PwrCntr[PwrC] = BancoPruebas.mem_trans.PwrCntr[PwrC] + 1/4*60;
endmodule
module or5_p(a, b, c, d, e, f);
  parameter
    PwrC = 0;
  input b, c, d, e, f;
  output a;
  assign #1 a = |{b,c,d,e,f};
  always @(posedge a)
    BancoPruebas.mem_trans.PwrCntr[PwrC] = BancoPruebas.mem_trans.PwrCntr[PwrC] + 1/5*60;
endmodule
module xor2_p(a, b, c);
  parameter
    PwrC = 0;
  input b, c;
  output a;
  assign #1 a = ^{b,c};
  always @(posedge a)
    BancoPruebas.mem_trans.PwrCntr[PwrC] = BancoPruebas.mem_trans.PwrCntr[PwrC] + 1*60;
endmodule
module xor3_p(a, b, c, d);
  parameter
    PwrC = 0;
  input b, c, d;
  output a;
  assign #1 a = ^{b,c,d};
  always @(posedge a)
    BancoPruebas.mem_trans.PwrCntr[PwrC] = BancoPruebas.mem_trans.PwrCntr[PwrC] + 2*60;
endmodule
module SUM4_lookahead(a, b, ci, s, co);
  parameter
    PwrC = 0;
  input [3:0] a,b;
  input ci;
  output [3:0] s;
  output co;
  and2_p #(PwrC) g_0(g0,a[0],b[0]);
  and2_p #(PwrC) g_1(g1,a[1],b[1]);
  and2_p #(PwrC) g_2(g2,a[2],b[2]);
  and2_p #(PwrC) g_3(g3,a[3],b[3]);
  or2_p #(PwrC) g_4(p0,a[0],b[0]);
  or2_p #(PwrC) g_5(p1,a[1],b[1]);
  or2_p #(PwrC) g_6(p2,a[2],b[2]);
  or2_p #(PwrC) g_7(p3,a[3],b[3]);
  and2_p #(PwrC) g_8(x8,ci,p0);
  or2_p #(PwrC)   g_9(c0,g0,x8);
  and3_p #(PwrC) g_10(x10,p1,p0,ci);
  and2_p #(PwrC) g_11(x11,p1,g0);
  or3_p #(PwrC)  g_12(c1,x10,x11,g1);
  and4_p #(PwrC) g_13(x13,p2,p1,p0,ci);
  and3_p #(PwrC) g_14(x14,p2,p1,g0);
  and2_p #(PwrC) g_15(x15,p2,g1);
  or4_p  #(PwrC) g_16(c2,x13,x14,x15,g2);
  and5_p #(PwrC) g_17(x17,p3,p2,p1,p0,ci);
  and4_p #(PwrC) g_18(x18,p3,p2,p1,g0);
  and3_p #(PwrC) g_19(x19,p3,p2,g1);
  and2_p #(PwrC) g_20(x20,p3,g2);
  or5_p  #(PwrC) g_21(co,x20,x19,x18,x17,g3);
  xor3_p #(PwrC) g_22(s[0],p0,g0,ci);
  xor3_p #(PwrC) g_23(s[1],p1,g1,c0);
  xor3_p #(PwrC) g_24(s[2],p2,g2,c1);
  xor3_p #(PwrC) g_25(s[3],p3,g3,c2);
endmodule
module SUM8_LOOKAHEAD(a, b, ci, s, co);
  parameter
    PwrC = 0;
  input   [7:0]   a, b;
  input           ci;
  output  [7:0]   s;
  output          co;
  wire    [7:0]   a, b, s;
  wire    [3:0]   a_L, a_H, b_L, b_H, s_L, s_H;
  wire            ci, co;
  SUM4_lookahead  #(PwrC)   sum4look_L(a_L, b_L, ci, s_L, co_L);
  SUM4_lookahead  #(PwrC)   sum4look_H(a_H, b_H, co_L, s_H, co);
  assign a_L[3:0]=a[3:0];
  assign b_L[3:0]=b[3:0];
  assign a_H[3:0]=a[7:4];
  assign b_H[3:0]=b[7:4];
  assign s[3:0]=s_L[3:0];
  assign s[7:4]=s_H[3:0];
endmodule
File: ./run.sh
#!/bin/bash
# OpenROAD 26Q1-2900-gdf79404cd8, Yosys 0.63+post, stock flow scripts
make -C /OpenROAD-flow-scripts/flow DESIGN_CONFIG=/design/flow/config.mk WORK_HOME=/design/flow/orfs finish
==> notes.md <==
This note records the results obtained with Yosys and OpenROAD.

Timing
The shortest clock period the worst path allows after layout is 4.042 ns. In the final report, the number of pins over their slew limit comes to 0. Measured against its own limit, the worst slew margin works out to 78.08%.

Setup repair after global routing left no endpoint under its margin. The final timing report lists a hold violation count of 0. The last timing report of the flow puts the setup violation total at 0. Looking at the max-slew report, the worst-margin pin has a slew of 0.3265 ns. The worst path uses 84.20% of the clock period. Adding up every negative setup slack in the final design gives 0 ns. The highest attainable clock frequency is 247.4 MHz.

Placement
Buffers placed on the I/O ports in this run total 26. Routability-driven placement finished with a final weighted congestion of a little over 0.7. Once detailed placement completed, the half-perimeter wirelength came to 1.113 mm.

Worst setup path
The kind of start point of the critical path is an input port. According to the timing report, the arrival time at the worst endpoint equals 3.08 ns. Of all nets on the critical path, the largest fanout is 4. By startpoint and endpoint, the worst setup path is classified as input port to primary output. The required time of the critical path is 3.84 ns.

The category of the worst setup path capture point is a primary output.

Cells and area
Leaving out fill and tap cells, the most frequent cells in the layout are sky130_fd_sc_hd__clkdlybuf4s50_1 (26), sky130_fd_sc_hd__xnor2_1 (8), sky130_fd_sc_hd__inv_1 (6), sky130_fd_sc_hd__nor2_1 (4), sky130_fd_sc_hd__xor2_1 (4). The area growth from synthesis to layout is 52.24%. The post-layout utilization of the core is 21.14%.

In the final layout, flip-flops and latches occupy 0 um2. The clock buffer instance count of the final layout is 0. The fraction of final layout cells sized beyond drive strength 1 is 6.329%.

Counting only logic cells after layout, the most numerous master is sky130_fd_sc_hd__clkdlybuf4s50_1. The layout filler cell count is 397. There are 0 flip-flops and latches. Summing all multi-input logic gate instances after layout gives 381.6 um2.

Floorplan
In this run the vertical extent of the chip is 80 um. The boundary pin count is 26. The region available for standard cell placement spans 3416 um2.

According to the floorplan log, the row count is 21. The width of the die is 80 um. In the floorplan report the effective utilization is between 10% and 20%. According to the floorplan report, the total die area is between 6000 and 7000 um2.

CTS
After clock tree synthesis, the repair step resized 0 gates. The hold buffer count at cts is 0. Looking at the post-CTS report, the setup buffer insertion count equals 0.

Route
The violation tally recorded at the end of detailed-routing iteration 0 is 23. The count of nets left with antenna violations once routing finished came out at 0. The script logs the ratio of routed vias to standard cells as 3.744. The remaining routing DRC violations is 0. The detailed router reported a total wirelength of around 1.2 mm. The final antenna diode tally reported by the flow is 0. Across all layers, the routed design uses ~470 vias. According to the report, the first pass of detailed routing completed in 4 iterations. The average wire per standard cell is 9.488 um.

Global routing
Entering global routing, the biggest net connects 10 pins. The final global-route overflow total is 0. The number of antenna violations at the first check in global routing is 0. The overall track demand over capacity in global routing is under 10%. The first global-routing pass estimated 2.001 mm of wire. The via count of the first global-routing pass came to approximately 500.

Synthesis
In the Yosys stats the netlist draws on 28 distinct library cells. The sequential-to-total area share from yosys stat is 0%. Yosys attributes the largest share of cell area to sky130_fd_sc_hd__xnor2_1 (15%), sky130_fd_sc_hd__buf_4 (13%), sky130_fd_sc_hd__fa_1 (8.4%), sky130_fd_sc_hd__xor2_1 (7.4%), sky130_fd_sc_hd__inv_1 (4.7%). The synthesized netlist has a Yosys-reported chip area of 474.2 um2. The synthesized netlist was found by Yosys to have 63 cells. The synthesized instance count is about 63. The average instance in the mapped netlist occupies 7.527 um2. The total standard cell area after synthesis is ~470 um2. After synthesis, the largest area contributor takes up 14.78% of total cell area. The Yosys warning count is 76. The biggest area consumer among synthesized cells is sky130_fd_sc_hd__xnor2_1.

Power
The total power after layout is 0.08587 mW. The power per cell area is 118.9 nW/um2. The analysis attributes to cell leakage a power of 0.2577 nW. The maximum vdd ir drop is ~0.036 mV.

Worst hold path
The path class of the lowest-slack min-delay path is input port to primary output.

Outcome
The flow ran to the end, and the final reports show no timing, DRC or antenna violations.

Job
The number of OpenROAD warnings is 32. The count of maximum capacitance violations is 0.
==> critical path, cell delays in order <==
cell	delay, ns
sky130_fd_sc_hd__clkdlybuf4s50_1	0.43
sky130_fd_sc_hd__maj3_2	0.35
sky130_fd_sc_hd__o211ai_4	0.21
sky130_fd_sc_hd__nand2_1	0.10
sky130_fd_sc_hd__fa_1	0.38
sky130_fd_sc_hd__xnor2_1	0.16
sky130_fd_sc_hd__clkdlybuf4s50_1	0.49
==> kinds of logic (layout without fill, tap and decap cells) <==
kind of cell,Yosys count,in the layout,synth area share (%)
buf+inv,16,32,19.53
xor+xnor,12,12,22.16
simple gates,13,13,13.19
compound gates,17,17,29.82
fa+ha+maj,5,5,15.30
==> metrics by stage <==
step | hold WS (ns) | cell area [um2] | setup slack (ns) | std cells
after floorplan | 2.042 | 474.2 | 1.649 | 63
after detailed placement | 3.009 | 721.9 | 0.7314 | 125
after CTS | 3.009 | 721.9 | 0.7304 | 125
after global placement | 2.995 | 721.9 | 0.7437 | 125
after global routing | 3.033 | 721.9 | 0.6467 | 125
final | 2.996 | 721.9 | 0.7584 | 125
==> layer usage <==
layer	vias to the layer above	part of all wire, %	GRT usage (%)
li1	247	-	-
met1	207	43	4.050
met2	14	50	7.303
met3	0	6.7	0.9091
met4	0	0	0
met5	-	0	0
==> power breakdown <==
group	switching [mW]	internal, mW	total (mW)
sequential	0	0	0
combinational	0.0295	0.0564	0.0859
clock	0	0	0
==> cell type report <==
cell class / instances / area share (%)
multi-input cells: 47 / 52.86
repair buffers: 26 / 36.05
well taps: 46 / 7.972
inverters: 6 / 3.120
==> cells in the mapped netlist (2+ instances only) <==
cell type                 count
sky130_fd_sc_hd__fa_1         2
sky130_fd_sc_hd__buf_2        2
sky130_fd_sc_hd__maj3_2       2
sky130_fd_sc_hd__inv_1        6
sky130_fd_sc_hd__o21ai_0      2
sky130_fd_sc_hd__a21oi_1      3
sky130_fd_sc_hd__xor2_1       4
sky130_fd_sc_hd__or2_1        2
sky130_fd_sc_hd__and2_1       2
sky130_fd_sc_hd__nand2_1      3
sky130_fd_sc_hd__xnor2_1      8
sky130_fd_sc_hd__buf_4        8
sky130_fd_sc_hd__nor2_1       4
==> final timing paths <==
path / from / end / slack [ns] / cells after the start
worst max-delay path: a[0] / s[5] / 0.76 / 7
worst min-delay path: a[7] / s[7] / 3.00 / 4
Power is estimated from default activity; no workload was simulated.
